<file path="design/flow/design.v">
module user_io #(parameter STRLEN=0, parameter PS2DIV=100) (
	input [(8*STRLEN)-1:0] conf_str,
	input               clk_sys,  
	input               clk_sd,   
	input               SPI_CLK,
	input               SPI_SS_IO,
	output reg          SPI_MISO,
	input               SPI_MOSI,
	output reg [31:0]   joystick_0,
	output reg [31:0]   joystick_1,
	output reg [31:0]   joystick_2,
	output reg [31:0]   joystick_3,
	output reg [31:0]   joystick_4,
	output reg [15:0]   joystick_analog_0,
	output reg [15:0]   joystick_analog_1,
	output [1:0]        buttons,
	output [1:0]        switches,
	output 		        scandoubler_disable,
	output              ypbpr,
	output reg [31:0]   status,
	input        [31:0] sd_lba,
	input 		        sd_rd,
	input 		        sd_wr,
	output reg 	        sd_ack,
	output reg          sd_ack_conf,
	input 		        sd_conf,
	input 		        sd_sdhc,
	output reg    [7:0] sd_dout,  
	output reg 	        sd_dout_strobe,
	input         [7:0] sd_din,
	output reg 	        sd_din_strobe,
	output reg    [8:0] sd_buff_addr,
	output reg          img_mounted,  
	output reg   [31:0] img_size,     
	output              ps2_kbd_clk,
	output reg          ps2_kbd_data,
	output              ps2_mouse_clk,
	output reg          ps2_mouse_data,
	output reg          key_pressed,   
	output reg          key_extended,  
	output reg    [7:0] key_code,      
	output reg          key_strobe,    
	output reg    [8:0] mouse_x,
	output reg    [8:0] mouse_y,
	output reg    [7:0] mouse_flags,   
	output reg          mouse_strobe,  
	input [7:0]         serial_data,
	input               serial_strobe
);
reg [6:0]     sbuf;
reg [7:0]     cmd;
reg [2:0] 	  bit_cnt;     
reg [9:0]     byte_cnt;    
reg [7:0] 	  but_sw;
reg [2:0]     stick_idx;
assign buttons = but_sw[1:0];
assign switches = but_sw[3:2];
assign scandoubler_disable = but_sw[4];
assign ypbpr = but_sw[5];
wire [7:0] core_type = 8'ha4;
wire [7:0] sd_cmd = { 4'h5, sd_conf, sd_sdhc, sd_wr, sd_rd };
wire spi_sck = SPI_CLK;
localparam PS2_FIFO_BITS = 3;
reg ps2_clk;
always @(negedge clk_sys) begin
	integer cnt;
	cnt <= cnt + 1'd1;
	if(cnt == PS2DIV) begin
		ps2_clk <= ~ps2_clk;
		cnt <= 0;
	end
end
reg [7:0] ps2_kbd_fifo [(2**PS2_FIFO_BITS)-1:0];
reg [PS2_FIFO_BITS-1:0] ps2_kbd_wptr;
reg [PS2_FIFO_BITS-1:0] ps2_kbd_rptr;
reg [3:0] ps2_kbd_tx_state;
reg [7:0] ps2_kbd_tx_byte;
reg ps2_kbd_parity;
assign ps2_kbd_clk = ps2_clk || (ps2_kbd_tx_state == 0);
reg ps2_kbd_r_inc;
always@(posedge clk_sys) begin
	reg ps2_clkD;
	ps2_clkD <= ps2_clk;
	if (~ps2_clkD & ps2_clk) begin
		ps2_kbd_r_inc <= 1'b0;
		if(ps2_kbd_r_inc)
			ps2_kbd_rptr <= ps2_kbd_rptr + 1'd1;
		if(ps2_kbd_tx_state == 0) begin
			if(ps2_kbd_wptr != ps2_kbd_rptr) begin
				ps2_kbd_tx_byte <= ps2_kbd_fifo[ps2_kbd_rptr];
				ps2_kbd_r_inc <= 1'b1;
				ps2_kbd_parity <= 1'b1;
				ps2_kbd_tx_state <= 4'd1;
				ps2_kbd_data <= 1'b0;			 
			end
		end else begin
			if((ps2_kbd_tx_state >= 1)&&(ps2_kbd_tx_state < 9)) begin
				ps2_kbd_data <= ps2_kbd_tx_byte[0];			   
				ps2_kbd_tx_byte[6:0] <= ps2_kbd_tx_byte[7:1];  
				if(ps2_kbd_tx_byte[0]) 
					ps2_kbd_parity <= !ps2_kbd_parity;
			end
			if(ps2_kbd_tx_state == 9)
				ps2_kbd_data <= ps2_kbd_parity;
			if(ps2_kbd_tx_state == 10)
				ps2_kbd_data <= 1'b1;			 
			if(ps2_kbd_tx_state < 11)
				ps2_kbd_tx_state <= ps2_kbd_tx_state + 4'd1;
			else	
				ps2_kbd_tx_state <= 4'd0;
		end
	end
end
reg [7:0] ps2_mouse_fifo [(2**PS2_FIFO_BITS)-1:0];
reg [PS2_FIFO_BITS-1:0] ps2_mouse_wptr;
reg [PS2_FIFO_BITS-1:0] ps2_mouse_rptr;
reg [3:0] ps2_mouse_tx_state;
reg [7:0] ps2_mouse_tx_byte;
reg ps2_mouse_parity;
assign ps2_mouse_clk = ps2_clk || (ps2_mouse_tx_state == 0);
reg ps2_mouse_r_inc;
always@(posedge clk_sys) begin
	reg ps2_clkD;
	ps2_clkD <= ps2_clk;
	if (~ps2_clkD & ps2_clk) begin
		ps2_mouse_r_inc <= 1'b0;
		if(ps2_mouse_r_inc)
			ps2_mouse_rptr <= ps2_mouse_rptr + 1'd1;
		if(ps2_mouse_tx_state == 0) begin
			if(ps2_mouse_wptr != ps2_mouse_rptr) begin
				ps2_mouse_tx_byte <= ps2_mouse_fifo[ps2_mouse_rptr];
				ps2_mouse_r_inc <= 1'b1;
				ps2_mouse_parity <= 1'b1;
				ps2_mouse_tx_state <= 4'd1;
				ps2_mouse_data <= 1'b0;			 
			end
		end else begin
			if((ps2_mouse_tx_state >= 1)&&(ps2_mouse_tx_state < 9)) begin
				ps2_mouse_data <= ps2_mouse_tx_byte[0];			   
				ps2_mouse_tx_byte[6:0] <= ps2_mouse_tx_byte[7:1];  
				if(ps2_mouse_tx_byte[0]) 
					ps2_mouse_parity <= !ps2_mouse_parity;
			end
			if(ps2_mouse_tx_state == 9)
				ps2_mouse_data <= ps2_mouse_parity;
			if(ps2_mouse_tx_state == 10)
				ps2_mouse_data <= 1'b1;			 
			if(ps2_mouse_tx_state < 11)
				ps2_mouse_tx_state <= ps2_mouse_tx_state + 4'd1;
			else	
				ps2_mouse_tx_state <= 4'd0;
		end
	end
end
localparam SERIAL_OUT_FIFO_BITS = 6;
reg [7:0] serial_out_fifo [(2**SERIAL_OUT_FIFO_BITS)-1:0];
reg [SERIAL_OUT_FIFO_BITS-1:0] serial_out_wptr;
reg [SERIAL_OUT_FIFO_BITS-1:0] serial_out_rptr;
wire serial_out_data_available = serial_out_wptr != serial_out_rptr;
wire [7:0] serial_out_byte = serial_out_fifo[serial_out_rptr]  ;
wire [7:0] serial_out_status = { 7'b1000000, serial_out_data_available};
always @(posedge serial_strobe or posedge status[0]) begin
	if(status[0] == 1) begin
		serial_out_wptr <= 0;
	end else begin 
		serial_out_fifo[serial_out_wptr] <= serial_data;
		serial_out_wptr <= serial_out_wptr + 1'd1;
	end
end 
always@(negedge spi_sck or posedge status[0]) begin
	if(status[0] == 1) begin
		serial_out_rptr <= 0;
	end else begin
		if((byte_cnt != 0) && (cmd == 8'h1b)) begin
			if((bit_cnt == 7) && !byte_cnt[0] && serial_out_data_available)
				serial_out_rptr <= serial_out_rptr + 1'd1;
		end
	end
end
always@(posedge spi_sck or posedge SPI_SS_IO) begin
	if(SPI_SS_IO == 1) begin
		bit_cnt <= 0;
		byte_cnt <= 0;
	end else begin
		if((bit_cnt == 7)&&(~&byte_cnt)) 
			byte_cnt <= byte_cnt + 8'd1;
		bit_cnt <= bit_cnt + 1'd1;
	end
end
reg [7:0] spi_byte_out;
always@(negedge spi_sck or posedge SPI_SS_IO) begin
	if(SPI_SS_IO == 1) begin
	   SPI_MISO <= 1'bZ;
	end else begin
		SPI_MISO <= spi_byte_out[~bit_cnt];
	end
end
always@(posedge spi_sck or posedge SPI_SS_IO) begin
	reg [31:0] sd_lba_r;
	if(SPI_SS_IO == 1) begin
		spi_byte_out <= core_type;
	end else begin
		if(bit_cnt == 7) begin
			if(!byte_cnt) cmd <= {sbuf, SPI_MOSI};
			spi_byte_out <= 0;
			case({(!byte_cnt) ? {sbuf, SPI_MOSI} : cmd})
			8'h14: if(byte_cnt < STRLEN) spi_byte_out <= conf_str[(STRLEN - byte_cnt - 1)<<3 +:8];
			8'h16: if(byte_cnt == 0) begin
					spi_byte_out <= sd_cmd;
					sd_lba_r <= sd_lba;
				end
				else if(byte_cnt < 5) spi_byte_out <= sd_lba_r[(4-byte_cnt)<<3 +:8];
			8'h18: spi_byte_out <= sd_din;
			8'h1b:
				if(byte_cnt[0]) spi_byte_out <= serial_out_status;
				else spi_byte_out <= serial_out_byte;
			endcase
		end
	end
end
reg       spi_receiver_strobe_r = 0;
reg       spi_transfer_end_r = 1;
reg [7:0] spi_byte_in;
always@(posedge spi_sck or posedge SPI_SS_IO) begin
	if(SPI_SS_IO == 1) begin
		spi_transfer_end_r <= 1;
	end else begin
		spi_transfer_end_r <= 0;
		if(bit_cnt != 7)
			sbuf[6:0] <= { sbuf[5:0], SPI_MOSI };
		if(bit_cnt == 7) begin
			spi_byte_in <= { sbuf, SPI_MOSI};
			spi_receiver_strobe_r <= ~spi_receiver_strobe_r;
		end
	end
end
always @(posedge clk_sys) begin
	reg       spi_receiver_strobe;
	reg       spi_transfer_end;
	reg       spi_receiver_strobeD;
	reg       spi_transfer_endD;
	reg [7:0] acmd;
	reg [7:0] abyte_cnt;    
	reg [7:0] mouse_flags_r;
	reg [7:0] mouse_x_r;
	reg       key_pressed_r;
	reg       key_extended_r;
	spi_receiver_strobeD <= spi_receiver_strobe_r;
	spi_receiver_strobe <= spi_receiver_strobeD;
	spi_transfer_endD	<= spi_transfer_end_r;
	spi_transfer_end	<= spi_transfer_endD;
	key_strobe <= 0;
	mouse_strobe <= 0;
	if (~spi_transfer_endD & spi_transfer_end) begin
		abyte_cnt <= 8'd0;
	end else if (spi_receiver_strobeD ^ spi_receiver_strobe) begin
		if(~&abyte_cnt) 
			abyte_cnt <= abyte_cnt + 8'd1;
		if(abyte_cnt == 0) begin
			acmd <= spi_byte_in;
		end else begin
			case(acmd)
				8'h01: but_sw <= spi_byte_in;
				8'h60: if (abyte_cnt < 5) joystick_0[(abyte_cnt-1)<<3 +:8] <= spi_byte_in;
				8'h61: if (abyte_cnt < 5) joystick_1[(abyte_cnt-1)<<3 +:8] <= spi_byte_in;
				8'h62: if (abyte_cnt < 5) joystick_2[(abyte_cnt-1)<<3 +:8] <= spi_byte_in;
				8'h63: if (abyte_cnt < 5) joystick_3[(abyte_cnt-1)<<3 +:8] <= spi_byte_in;
				8'h64: if (abyte_cnt < 5) joystick_4[(abyte_cnt-1)<<3 +:8] <= spi_byte_in;
				8'h04: begin
					ps2_mouse_fifo[ps2_mouse_wptr] <= spi_byte_in;
					ps2_mouse_wptr <= ps2_mouse_wptr + 1'd1;
					if (abyte_cnt == 1) mouse_flags_r <= spi_byte_in;
					else if (abyte_cnt == 2) mouse_x_r <= spi_byte_in;
					else if (abyte_cnt == 3) begin
						mouse_flags <= mouse_flags_r;
						mouse_x <= { mouse_flags_r[4], mouse_x_r };
						mouse_y <= { mouse_flags_r[5], spi_byte_in };
						mouse_strobe <= 1;
					end
				end
				8'h05: begin
					ps2_kbd_fifo[ps2_kbd_wptr] <= spi_byte_in;
					ps2_kbd_wptr <= ps2_kbd_wptr + 1'd1;
					if (abyte_cnt == 1) begin
						key_extended_r <= 0;
						key_pressed_r <= 1;
					end
					if (spi_byte_in == 8'he0) key_extended_r <= 1'b1;
					else if (spi_byte_in == 8'hf0) key_pressed_r <= 1'b0;
					else begin
						key_extended <= key_extended_r;
						key_pressed <= key_pressed_r || abyte_cnt == 1;
						key_code <= spi_byte_in;
						key_strobe <= 1'b1;
					end
				end
				8'h1a: begin
					if(abyte_cnt == 1)
						stick_idx <= spi_byte_in[2:0];
					else if(abyte_cnt == 2) begin
						if(stick_idx == 0)
							joystick_analog_0[15:8] <= spi_byte_in;
						else if(stick_idx == 1)
							joystick_analog_1[15:8] <= spi_byte_in;
					end else if(abyte_cnt == 3) begin
						if(stick_idx == 0)
							joystick_analog_0[7:0] <= spi_byte_in;
						else if(stick_idx == 1)
							joystick_analog_1[7:0] <= spi_byte_in;
					end
				end
				8'h15: status <= spi_byte_in;
				8'h1e: if(abyte_cnt<5) status[(abyte_cnt-1)<<3 +:8] <= spi_byte_in;
				endcase
		end
	end
end
always @(posedge clk_sd) begin
	reg       spi_receiver_strobe;
	reg       spi_transfer_end;
	reg       spi_receiver_strobeD;
	reg       spi_transfer_endD;
	reg       sd_wrD;
	reg [7:0] acmd;
	reg [7:0] abyte_cnt;    
	spi_receiver_strobeD <= spi_receiver_strobe_r;
	spi_receiver_strobe <= spi_receiver_strobeD;
	spi_transfer_endD	<= spi_transfer_end_r;
	spi_transfer_end	<= spi_transfer_endD;
	if(sd_dout_strobe) begin
		sd_dout_strobe<= 0;
		if(~&sd_buff_addr) sd_buff_addr <= sd_buff_addr + 1'b1;
	end
	sd_din_strobe<= 0;
	sd_wrD <= sd_wr;
	if (~sd_wrD & sd_wr) begin
		sd_buff_addr <= 0;
		sd_din_strobe <= 1;
	end
	img_mounted <= 0;
	if (~spi_transfer_endD & spi_transfer_end) begin
		abyte_cnt <= 8'd0;
		sd_ack <= 1'b0;
		sd_ack_conf <= 1'b0;
		sd_dout_strobe <= 1'b0;
		sd_din_strobe <= 1'b0;
		sd_buff_addr <= 0;
	end else if (spi_receiver_strobeD ^ spi_receiver_strobe) begin
		if(~&abyte_cnt) 
			abyte_cnt <= abyte_cnt + 8'd1;
		if(abyte_cnt == 0) begin
			acmd <= spi_byte_in;
			if(spi_byte_in == 8'h18) begin
				sd_din_strobe <= 1'b1;
				if(~&sd_buff_addr) sd_buff_addr <= sd_buff_addr + 1'b1;
			end
			if((spi_byte_in == 8'h17) || (spi_byte_in == 8'h18))
				sd_ack <= 1'b1;
		end else begin
			case(acmd)
				8'h17: begin
					sd_dout_strobe <= 1'b1;
					sd_dout <= spi_byte_in;
				end
				8'h18: begin
					if(~&sd_buff_addr) begin
						sd_din_strobe <= 1'b1;
						sd_buff_addr <= sd_buff_addr + 1'b1;
					end
				end
				8'h19: begin
					sd_dout_strobe <= 1'b1;
					sd_ack_conf <= 1'b1;
					sd_dout <= spi_byte_in;
				end
				8'h1c: img_mounted <= 1;
				8'h1d: if(abyte_cnt<5) img_size[(abyte_cnt-1)<<3 +:8] <= spi_byte_in;
			endcase
		end
	end
end
endmodule
</file>
<file path="design/flow/run.sh">
#!/bin/bash
# OpenROAD 26Q1-2900-gdf79404cd8, Yosys 0.63+post, stock flow scripts
make -C /OpenROAD-flow-scripts/flow DESIGN_CONFIG=/design/flow/config.mk WORK_HOME=/design/flow/orfs finish
</file>
<file path="design/flow/config.mk">
export PLATFORM = sky130hd
export DESIGN_NAME = user_io
export DESIGN_NICKNAME = user_io
export VERILOG_FILES = /design/flow/design.v
export SDC_FILE = /design/flow/constraint.sdc
export NUM_CORES = 4
export LEC_CHECK = 1
export CORE_UTILIZATION = 40
</file>
<file path="design/flow/constraint.sdc">
current_design user_io

set clk_period 2.5
set clk_io_pct 0.2

create_clock -name clk0 -period $clk_period [get_ports {SPI_CLK}]
create_clock -name clk1 -period $clk_period [get_ports {clk_sd}]
create_clock -name clk2 -period $clk_period [get_ports {clk_sys}]
create_clock -name clk3 -period $clk_period [get_ports {serial_strobe}]

set non_clock_inputs [all_inputs -no_clocks]
set_input_delay [expr $clk_period * $clk_io_pct] -clock clk0 $non_clock_inputs
set_output_delay [expr $clk_period * $clk_io_pct] -clock clk0 [all_outputs]
</file>
==> impl_metrics.env <==
# flow metrics
export IMPL_dp_hpwl_mm=124
export IMPL_syn_avg_cell_area_um2=14.5
export IMPL_ys_cells=3324
export IMPL_synth_seq_area_share_pct=72.6
export IMPL_num_io_pins=387
export IMPL_die_height_um=349
export IMPL_die_w_um=349
export IMPL_port_buffers=382
export IMPL_synth_cell_type_count=79
export IMPL_fp_util_pct=40.6
export IMPL_outcome="did not finish"
export IMPL_syn_area_um2=48100
export IMPL_dpl_cell_area_um2=60200
export IMPL_row_count=126
export IMPL_cts_hold_buf=0
export IMPL_synth_cells=3324
export IMPL_async_flop_share_pct=2.93
export IMPL_grt_max_degree=65
export IMPL_endpoint_type="register input"
export IMPL_grt_worst_endpoint="spi_byte_out[4]$_DFFE_PP0P_/D"
export IMPL_edf_count=1080
export IMPL_synth_flops=1195
export IMPL_gp_congestion=1.08
export IMPL_stop_error="[ERROR GRT-0116] Global routing finished with congestion. Check the congestion regions in the DRC Viewer."
export IMPL_cts_sinks=1195
export IMPL_stop_stage="5_1_grt"
export IMPL_ff_type="edfxtp_1"
export IMPL_ys_area_um2=48100
export IMPL_ys_warn_count=3
## cell usage after synthesis, types with 17 or more instances
cell type | count | share of area [%]
nand4_1 | 80 | 1.0
nor2_1 | 250 | 2.0
inv_1 | 68 | 0.53
a2111oi_0 | 17 | 0.31
nand3b_1 | 20 | 0.31
and3_1 | 57 | 0.74
nor4_1 | 29 | 0.38
nand3_1 | 102 | 1.1
mux2_2 | 52 | 1.2
nor3_1 | 58 | 0.60
clkbuf_1 | 135 | 1.1
mux4_2 | 42 | 2.0
a32oi_1 | 47 | 0.86
dfrtp_1 | 24 | 1.2
a22oi_1 | 126 | 2.0
a21oi_1 | 45 | 0.47
edfxtp_1 | 1080 | 67
nand2_1 | 394 | 3.1
nor2b_1 | 20 | 0.26
dfxtp_1 | 80 | 3.3
nand2b_1 | 26 | 0.34
xor2_1 | 39 | 0.71
o21ai_0 | 126 | 1.3
ha_1 | 50 | 1.3
xnor2_1 | 52 | 0.95
mux2i_1 | 47 | 0.98
## per-stage QoR
| stage | std cells | setup slack (ns) |
|---|---|---|
| 3_3_place_gp | 5835 | -2.49 |
| 4_1_cts | 6152 | -1.55 |
| 2_1_floorplan | 3324 | -1.34 |
| 3_5_place_dp | 5835 | -2.36 |
## kinds of logic after synthesis
family	synth area share, %
fa+ha+maj	1.30
simple gates	11.6
mux	4.16
flops	72.6
other cells	0.00780
compound gates	6.93
xor+xnor	1.66
buf+inv	1.76
## what timing repair did
action | 4_1_cts
cloned | 22
pin swaps | 65
setup endpoints to repair | 613
buffers inserted | 48
gates resized | 289
