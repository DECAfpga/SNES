<file path="/design/flow/run.sh">
#!/bin/bash
# OpenROAD 26Q1-2900-gdf79404cd8, Yosys 0.63+post, stock flow scripts
make -C /OpenROAD-flow-scripts/flow DESIGN_CONFIG=/design/flow/config.mk WORK_HOME=/design/flow/orfs finish
</file>
<file path="/design/flow/config.mk">
export PLATFORM = sky130hd
export DESIGN_NAME = rgb2ypbpr
export DESIGN_NICKNAME = rgb2ypbpr
export VERILOG_FILES = /design/flow/design.v
export SDC_FILE = /design/flow/constraint.sdc
export NUM_CORES = 4
export LEC_CHECK = 1
export CORE_UTILIZATION = 40
</file>
<file path="/design/flow/constraint.sdc">
current_design rgb2ypbpr

set clk_period 11.9
set clk_io_pct 0.2

create_clock -name clk0 -period $clk_period

set non_clock_inputs [all_inputs -no_clocks]
set_input_delay [expr $clk_period * $clk_io_pct] -clock clk0 $non_clock_inputs
set_output_delay [expr $clk_period * $clk_io_pct] -clock clk0 [all_outputs]
</file>
<file path="/design/flow/design.v">
module rgb2ypbpr (
	input [5:0]     red,
	input [5:0]     green,
	input [5:0]     blue,
	output [5:0]    y,
	output [5:0]    pb,
	output [5:0]    pr
);	
wire [18:0]  y_lshift8 = 19'd04096 + ({red, 8'd0} + {red, 3'd0}) + ({green, 9'd0} + {green, 2'd0}) + ({blue, 6'd0} + {blue, 5'd0} + {blue, 2'd0});
wire [18:0] cb_lshift8 = 19'd32768 - ({red, 7'd0} + {red, 4'd0} + {red, 3'd0}) - ({green, 8'd0} + {green, 5'd0} + {green, 3'd0}) + ({blue, 8'd0} + {blue, 7'd0} + {blue, 6'd0});
wire [18:0] cr_lshift8 = 19'd32768 + ({red, 8'd0} + {red, 7'd0} + {red, 6'd0}) - ({green, 8'd0} + {green, 6'd0} + {green, 5'd0} + {green, 4'd0} + {green, 3'd0}) - ({blue, 6'd0} + {blue , 3'd0});
always @(*) begin
	if (y_lshift8[18] == 1'b1 || y_lshift8[17:8]<16)
		y <= 6'd4;
	else if (y_lshift8[17:8] > 235)
		y <= 6'd58;
	else
		y <=  y_lshift8[15:10];
	if (cb_lshift8[18] == 1'b1 || cb_lshift8[17:8]<16)
		pb <= 6'd4;
	else if (cb_lshift8[17:8] > 240)
		pb <= 6'd60;
	else
		pb <=  cb_lshift8[15:10];
	if (cr_lshift8[18] == 1'b1 || cr_lshift8[17:8]<16)
		pr <= 6'd4;
	else if (cr_lshift8[17:8] > 240)
		pr <= 6'd60;
	else
		pr <=  cr_lshift8[15:10];
end
endmodule
</file>
==> run summary <==
Status -> finished, final reports clean
Detailed-placement wirelength estimate -> 9690 um
Cell Rows -> 41
CTS Hold Bufs -> 0
Top cells excl fill/tap -> ha_1 (123), inv_1 (117), fa_1 (75), clkdlybuf4s50_1 (36), a21oi_1 (28)
Pwr dens -> 281 nW/um2
Largest net degree at the start of global routing -> 12
Peak VDD IR -> 0.426 mV
Worst hold path stage count -> 6
WP data required -> 9520 ps
Hold Worst Slack -> 6100 ps
Final wirelength -> 11200 um
RePlAce Congestion -> 0.907
Post-route DRC -> 0
Largest cells by area -> ha_1 (29%), fa_1 (29%), inv_1 (8.4%), xnor2_1 (3.5%), a21oi_1 (2.7%)
Setup WS post-layout -> 706 ps
Worst Path Max Fanout -> 8
Pre-Place Util -> 41.3%
Yosys stat cell total -> 589
Post-synthesis cell count -> 589
Via count -> 4088
# setup viols final -> 0
GRT overflow -> 0
Pre-antenna DRT Iters -> 4
Initial antenna violation count -> 0
Lkg Pwr -> 0.00296 uW
Synth warnings -> 10
Unique cell types -> 57
Die footprint -> 13600 um2
Setup_tns -> 0 ps
Slew Viols, Final -> 0
Count of tool warnings -> 50
CP Data Arrival Time -> 8810 ps
Endpoints failing hold -> 0
Worst hold path startpoint -> red[5]
Mapped cell area -> 5260 um2
Die Y -> 117 um
Routed Antenna Nets -> 0
FF+latch area -> 0 um2
Initial DRC Count -> 134
Post-CTS resize count -> 0
Unrepaired setup endpoints after global routing -> false
I/O Pins -> 36
PortBufs -> 36
Average cell area after synthesis -> 8.93 um2
Top-area cell type share of the netlist area -> 29.3%
F_max -> 89.3 MHz
CP Launch Type -> primary input
GRT Total Usage -> 19.2%
Top cell excl fill/tap -> ha_1
Hold EP -> pb[5]
Syn-to-layout area delta -> 12.4%
Core ar. -> 12700 um2
Number of global-route vias before repair -> 4208
Wirelength per Cell -> 13.8 um
Kind of critical path -> in -> out
Fillers -> 1236
Fin crit period -> 11190 ps
Critical path endpoint category -> output port
Hold crit path type -> in -> out
Ratio of cells with drive above 1 in the final layout -> 2.68%
Synth area leader -> ha_1
Flops -> 0
Relative slew margins -> 50.6%
Worst slack, placed -> 720 ps
Post-DR vias/cell -> 5.07
Post-CTS Setup Inserts -> 0
Cycle use final -> 94.1%
Sequential fraction of the synthesis area -> 0%
Die W -> 117 um
First-pass GRT wire length -> 19900 um
Diode count -> 0
Max_cap viols -> 0
Worst Tran Pin Value -> 734 ps
# clk buffers -> 0
Yosys stat chip area -> 5260 um2
cell families (layout without fill, tap and decap cells):
group	after synthesis	count (layout)	synth area share, %
AOI/OAI and AO/OA	132	132	17.5
buffers and inverters	120	165	8.57
xor gates and xnor gates	35	35	5.83
and+or+nand+nor	102	102	9.92
adders and majority gates	198	198	57.8
muxes	2	2	0.381
per-layer routing:
metal  global-route usage (%)  part of all wire, %
met5                        0                    0
met4                    0.844                 0.33
met3                     2.96                  4.3
met2                     30.9                   44
met1                     29.3                   52
worst max-delay path by stage:
stage                   from    end  slack (ps)  cells after the start
after CTS             red[2]  pr[2]         700                     19
after global routing  red[2]  pr[2]         280                     19
final                 red[2]  pr[2]         710                     19
worst max-delay path: stages:
cell	delay [ps]
clkdlybuf4s50_1	810
inv_1	190
fa_1	540
inv_1	60
fa_1	530
fa_1	460
fa_1	560
inv_1	60
fa_1	500
inv_1	40
ha_1	350
a21o_1	260
nor3_1	270
a21oi_1	160
a311o_1	380
xnor2_1	150
a41o_1	240
or4_1	470
clkdlybuf4s50_1	420
stage by stage:
stage	utilization (%)	cell area (um2)	cells	power, uW
2_1_floorplan	-	5260	589	1190
3_3_place_gp	46.5	5910	806	1660
3_5_place_dp	46.5	5910	806	1650
4_1_cts	46.5	5910	806	1670
5_1_grt	46.5	5910	806	1930
6_report	46.5	5910	806	1660
layout make-up:
cell class | instances | area [um2] | area share [%]
tap | 172 | 215 | 3.64
inverter | 117 | 439 | 7.43
timing repair buffer | 48 | 450 | 7.62
multi-input combinational | 469 | 4810 | 81.3
cell usage after synthesis (5+ instances only):
| cell type | count |
|---|---|
| xor2_1 | 14 |
| nor3_1 | 10 |
| o21ai_0 | 8 |
| o211ai_1 | 5 |
| ha_1 | 123 |
| and3_1 | 5 |
| fa_1 | 75 |
| xnor2_1 | 21 |
| o21a_1 | 12 |
| a21o_1 | 13 |
| o21bai_1 | 7 |
| o211a_1 | 5 |
| o21ai_1 | 11 |
| a21oi_1 | 28 |
| nor4_1 | 6 |
| inv_1 | 117 |
| nor2b_1 | 6 |
| nand2_1 | 21 |
| nor2_1 | 21 |
| nand3_1 | 9 |
| nand2b_1 | 5 |
| a211oi_1 | 7 |
report_power, final:
part	internal, uW	switching, uW	total [uW]
registers	0	0	0
logic	828	836	1660
clock network	0	0	0
Power is estimated from default activity; no workload was simulated.
