**design/flow/design.v**
```verilog
module mist_video
(
	input        clk_sys,
	input  [1:0] scanlines,
	input        ce_divider,
	input        scandoubler_disable,
	input  [1:0] rotate,
	input  [COLOR_DEPTH-1:0] R,
	input  [COLOR_DEPTH-1:0] G,
	input  [COLOR_DEPTH-1:0] B,
	input        HSync,
	input        VSync,
	output [5:0] VGA_R,
	output [5:0] VGA_G,
	output [5:0] VGA_B,
	output       VGA_VS,
	output       VGA_HS
);
parameter OSD_COLOR    = 3'd4;
parameter OSD_X_OFFSET = 10'd0;
parameter OSD_Y_OFFSET = 10'd0;
parameter SD_HCNT_WIDTH = 9;
parameter COLOR_DEPTH = 6;  
parameter OSD_AUTO_CE = 1'b1;
wire [5:0] SD_R_O;
wire [5:0] SD_G_O;
wire [5:0] SD_B_O;
wire       SD_HS_O;
wire       SD_VS_O;
reg  [5:0] R_full;
reg  [5:0] G_full;
reg  [5:0] B_full;
always @(*) begin
	if (COLOR_DEPTH == 6) begin
		R_full = R;
		G_full = G;
		B_full = B;
	end else if (COLOR_DEPTH == 2) begin
		R_full = {3{R}};
		G_full = {3{G}};
		B_full = {3{B}};
	end else if (COLOR_DEPTH == 1) begin
		R_full = {6{R}};
		G_full = {6{G}};
		B_full = {6{B}};
	end else begin
		R_full = { R, R[COLOR_DEPTH-1 -:(6-COLOR_DEPTH)] };
		G_full = { G, G[COLOR_DEPTH-1 -:(6-COLOR_DEPTH)] };
		B_full = { B, B[COLOR_DEPTH-1 -:(6-COLOR_DEPTH)] };
	end
end
reg [1:0] i_div;
reg ce_x1, ce_x2;
always @(posedge clk_sys) begin
	reg last_hs_in;
	last_hs_in <= HSync;
	if(last_hs_in & !HSync) begin
		i_div <= 2'b00;
	end else begin
		i_div <= i_div + 2'd1;
	end
end
always @(*) begin
	if (!ce_divider) begin
		ce_x1 = (i_div == 2'b01);
		ce_x2 = i_div[0];
	end else begin
		ce_x1 = i_div[0];
		ce_x2 = 1'b1;
	end
end
scandoubler #(SD_HCNT_WIDTH, COLOR_DEPTH) scandoubler
(
	.clk_sys    ( clk_sys    ),
	.scanlines  ( scanlines  ),
	.ce_x1      ( ce_x1      ),
	.ce_x2      ( ce_x2      ),
	.hs_in      ( HSync      ),
	.vs_in      ( VSync      ),
	.r_in       ( R          ),
	.g_in       ( G          ),
	.b_in       ( B          ),
	.hs_out     ( SD_HS_O    ),
	.vs_out     ( SD_VS_O    ),
	.r_out      ( SD_R_O     ),
	.g_out      ( SD_G_O     ),
	.b_out      ( SD_B_O     )
);
assign VGA_R = scandoubler_disable ? R_full : SD_R_O;
assign VGA_G = scandoubler_disable ? G_full : SD_G_O;
assign VGA_B = scandoubler_disable ? B_full : SD_B_O;
wire   cs = scandoubler_disable ? ~(HSync ^ VSync) : ~(SD_HS_O ^ SD_VS_O);
wire   hs = scandoubler_disable ? HSync : SD_HS_O;
wire   vs = scandoubler_disable ? VSync : SD_VS_O;
assign VGA_HS = hs;
assign VGA_VS = vs;
endmodule
module scandoubler
(
	input            clk_sys,
	input      [1:0] scanlines,
	input            ce_x1,
	input            ce_x2,
	input            hs_in,
	input            vs_in,
	input      [COLOR_DEPTH-1:0] r_in,
	input      [COLOR_DEPTH-1:0] g_in,
	input      [COLOR_DEPTH-1:0] b_in,
	output reg       hs_out,
	output reg       vs_out,
	output reg [5:0] r_out,
	output reg [5:0] g_out,
	output reg [5:0] b_out
);
parameter HCNT_WIDTH = 9;
parameter COLOR_DEPTH = 6;
reg scanline;
reg [5:0] r;
reg [5:0] g;
reg [5:0] b;
always @(*) begin
	if (COLOR_DEPTH == 6) begin
		b = sd_out[5:0];
		g = sd_out[11:6];
		r = sd_out[17:12];
	end else if (COLOR_DEPTH == 2) begin
		b = {3{sd_out[1:0]}};
		g = {3{sd_out[3:2]}};
		r = {3{sd_out[5:4]}};
	end else if (COLOR_DEPTH == 1) begin
		b = {6{sd_out[0]}};
		g = {6{sd_out[1]}};
		r = {6{sd_out[2]}};
	end else begin
		b = { sd_out[COLOR_DEPTH-1:0], sd_out[COLOR_DEPTH-1 -:(6-COLOR_DEPTH)] };
		g = { sd_out[COLOR_DEPTH*2-1:COLOR_DEPTH], sd_out[COLOR_DEPTH*2-1 -:(6-COLOR_DEPTH)] };
		r = { sd_out[COLOR_DEPTH*3-1:COLOR_DEPTH*2], sd_out[COLOR_DEPTH*3-1 -:(6-COLOR_DEPTH)] };
	end
end
always @(posedge clk_sys) begin
	if(ce_x2) begin
		hs_out <= hs_sd;
		vs_out <= vs_in;
		if(vs_out != vs_in) scanline <= 0;
		if(hs_out && !hs_sd) scanline <= !scanline;
		if(!scanline || !scanlines) begin
			r_out <= r;
			g_out <= g;
			b_out <= b;
		end else begin
			case(scanlines)
				1: begin  
					r_out <= {1'b0, r[5:1]} + {2'b00, r[5:2] };
					g_out <= {1'b0, g[5:1]} + {2'b00, g[5:2] };
					b_out <= {1'b0, b[5:1]} + {2'b00, b[5:2] };
				end
				2: begin  
					r_out <= {1'b0, r[5:1]};
					g_out <= {1'b0, g[5:1]};
					b_out <= {1'b0, b[5:1]};
				end
				3: begin  
					r_out <= {2'b00, r[5:2]};
					g_out <= {2'b00, g[5:2]};
					b_out <= {2'b00, b[5:2]};
				end
			endcase
		end
	end
end
reg [COLOR_DEPTH*3-1:0] sd_out;
(* ramstyle = "no_rw_check" *) reg [COLOR_DEPTH*3-1:0] sd_buffer[2*2**HCNT_WIDTH];
reg        line_toggle;
reg  [HCNT_WIDTH-1:0] hs_max;
reg  [HCNT_WIDTH-1:0] hs_rise;
reg  [HCNT_WIDTH-1:0] hcnt;
always @(posedge clk_sys) begin
	reg hsD, vsD;
	if(ce_x1) begin
		hsD <= hs_in;
		if(hsD && !hs_in) begin
			hs_max <= hcnt;
			hcnt <= 0;
		end else begin
			hcnt <= hcnt + 1'd1;
		end
		if(!hsD && hs_in) hs_rise <= hcnt;
		vsD <= vs_in;
		if(vsD != vs_in) line_toggle <= 0;
		if(hsD && !hs_in) line_toggle <= !line_toggle;
		sd_buffer[{line_toggle, hcnt}] <= {r_in, g_in, b_in};
	end
end
reg  [HCNT_WIDTH-1:0] sd_hcnt;
reg        hs_sd;
always @(posedge clk_sys) begin
	reg hsD;
	if(ce_x2) begin
		hsD <= hs_in;
		sd_hcnt <= sd_hcnt + 1'd1;
		if(hsD && !hs_in)     sd_hcnt <= hs_max;
		if(sd_hcnt == hs_max) sd_hcnt <= 0;
		if(sd_hcnt == hs_max)  hs_sd <= 0;
		if(sd_hcnt == hs_rise) hs_sd <= 1;
		sd_out <= sd_buffer[{~line_toggle, sd_hcnt}];
	end
end
endmodule
```
**design/flow/run.sh**
```bash
#!/bin/bash
# OpenROAD 26Q1-2900-gdf79404cd8, Yosys 0.63+post, stock flow scripts
make -C /OpenROAD-flow-scripts/flow DESIGN_CONFIG=/design/flow/config.mk WORK_HOME=/design/flow/orfs finish
```
**design/flow/config.mk**
```make
export PLATFORM = sky130hd
export DESIGN_NAME = mist_video
export DESIGN_NICKNAME = mist_video
export VERILOG_FILES = /design/flow/design.v
export SDC_FILE = /design/flow/constraint.sdc
export NUM_CORES = 4
export LEC_CHECK = 1
export CORE_UTILIZATION = 30
export SYNTH_MEMORY_MAX_BITS = 65536
```
**design/flow/constraint.sdc**
```tcl
current_design mist_video

set clk_period 9479.8
set clk_io_pct 0.2

create_clock -name clk0 -period $clk_period [get_ports {clk_sys}]

set non_clock_inputs [all_inputs -no_clocks]
set_input_delay [expr $clk_period * $clk_io_pct] -clock clk0 $non_clock_inputs
set_output_delay [expr $clk_period * $clk_io_pct] -clock clk0 [all_outputs]
```
==> job_summary.md <==
### Flow metrics

| Metric | Value |
|---|---|
| Outcome | `finished, violations left` |
| Violated checks | `capacitance limit, slew limit` |
| Final hold vios | `0` |
| Hold_buf cts | `0` |
| Most common flop cell mapped by yosys | `edfxtp_1` |
| CTS sink cnt | `18,515` |
| Die height | `1.54 mm` |
| Tool warning count | `59` |
| Warnings from Yosys | `2` |
| Port Buf Inserts | `44` |
| Worst Tran Pin Value | `1.58 ns` |
| Async SR Flop Fraction | `0%` |
| Crit path DAT | `1898.33 ns` |
| Postcts setup bufs | `0` |
| Top cells by count | `edfxtp_1, mux4_2, mux2i_1, nor2_1, a21oi_1` |
| Routed WL per cell | `36.0 µm` |
| Final setup viols | `0` |
| Max capacitance violation total | `1` |
| Total global-route track usage | `22.1%` |
| Critical path cell sequence | `buf_8 -> buf_4 -> buf_4 -> mux2_2 -> clkdlybuf4s50_1` |
| Clock Skews | `0.160 ns` |
| DIE AREA | `2,380,000 µm²` |
| Placer Congestion | `0.973` |
| CP bufs+invs | `4` |
| Fmax | `0.000264 GHz` |
| GRT overflow | `0` |
| Crit path to | `VGA_B[5]` |
| Fin Hold WS | `0.466 ns` |
| Late-Pin Clk Latency | `1.47 ns` |
| HP Class | `register to register` |
| Die width | `1.54 mm` |
| Vias | `364,001` |
| Row cnt | `566` |
| Startpoint types | `input pin` |
| Top cells by area | `edfxtp_1, mux4_2, mux2i_1` |
| Drt drc | `0` |
| Vias in the first global route | `397,155` |
| Syn avg cell area | `22.0 µm²` |
| Reg-to-reg setup timing slack | `9470.05 ns` |
| Worst Path Required | `7583.84 ns` |
| Mapped Area | `714,000 µm²` |
| Compound Share, Synth | `3.15%` |
| RSZ-0062 raised after global routing | `no` |
| Initial Utilization | `30.1%` |
| First-pass GRT wire length | `3320 mm` |
| # Cells Yosys | `32,363` |
| Layout cell share with drive strength beyond 1 | `29.5%` |
| Reg-to-reg endpoint | `scandoubler.sd_out[8]$_DFFE_PP_` |
| Cell taking the most area after synthesis | `edfxtp_1` |
| Count leader, synth | `edfxtp_1` |
| Initial antenna violation count | `333` |
| CP max FO | `42` |
| Mapped Cells | `32,363` |
| CTS tree | `yes` |
| TritonRoute pass-1 iters | `6` |
| Unique cell type count in the Yosys netlist | `102` |
| Top logic family | `multiplexers` |
| Max Buffers Root-to-Sink | `6` |
| PwrDens | `0.256 nW/µm²` |
| # IOs | `47` |
| Post-synth seq share | `77.9%` |
| Critical R2R Launch | `scandoubler.sd_hcnt[1]$_SDFFCE_PN0P_` |
| Initial drt markers | `28,571` |
| Overall power | `0.000212 W` |
| Post-synthesis simple-gate area fraction | `1.49%` |
| HPWL after detailed placement | `1620 mm` |
| CTS Root Cell | `clkbuf_16` |
| Stages on the worst setup path | `5` |
| Post-synth EDFFs | `18,512` |
| Top delay family on crit path | `buffers and inverters` |
| Worst stage delay on the critical path | `0.69 ns` |
| Slew Limit Fails | `12` |
| Cts bufs inserted | `1,826` |
| Critical path class | `input pin to output port` |
| Largest net degree at the start of global routing | `115` |
| Drt via density | `5.30` |
| WL final | `2480 mm` |
| Post-CTS sizing | `0` |
| Core box area | `2,370,000 µm²` |
| Sum Neg Setup Slack | `0 ns` |
| Synth Area in Adders | `0.0505%` |
| Area leader share | `77.9%` |
| P&R area growth vs syn | `15.8%` |
| Dpl ws | `5685.54 ns` |
| Worst-path clk slew | `0.06 ns` |
| Leakage | `256 nW` |
| Final period utilization | `40.0%` |
| VDD IR-drop max | `0.208 µV` |
| Crit. End Element | `output port` |
| Top cell by count, worst path | `buf_4` |
| XORs/XNORs by Area | `0.0466%` |
| Post-synth regs | `18,515` |
| CP max-delay cell | `buf_4` |
| Antenna viol nets, final | `0` |
| Setup WS post-layout | `5685.51 ns` |
| Hold_sp | `scandoubler.hs_sd$_SDFFCE_PP1P_` |
| Min cycle time layout | `3794.29 ns` |
| R2R depth | `18` |
| Critical path launch point | `B[5]` |
| Slew headroom | `-5.89%` |
| H-Tree Depth | `7` |
| Post-synthesis mux area share | `15.6%` |
| Yosys chip area | `714,000 µm²` |
kinds of logic (layout without fill, tap and decap cells):
group           Yosys count  count (layout)
other cells               0             620
flops                 18515           18515
compound gates         3259            3259
fa+ha+maj                27              27
mux                    5976            5976
simple gates           2510            2510
xor+xnor                 38              38
buf+inv                2038            6254
final cells by class:
class	instances	area, µm²
clock inverter	1042	9700
sequential	18515	556000
multi-input combinational	11810	149000
antenna	620	1550
timing repair buffer	2968	23200
fill	213421	1550000
clock buffer	2212	47500
tap	31524	39400
inverter	32	178
registers in the layout (all words and copies together) (netlist names), named ones only:
| register | cells |
|---|---|
| i_div | 2 |
| scandoubler.b_out | 6 |
| scandoubler.g_out | 6 |
| scandoubler.hcnt | 9 |
| scandoubler.hs_max | 9 |
| scandoubler.hs_out | 1 |
| scandoubler.hs_rise | 9 |
| scandoubler.hs_sd | 1 |
| scandoubler.line_toggle | 1 |
| scandoubler.r_out | 6 |
| scandoubler.scanline | 1 |
| scandoubler.sd_buffer | 18432 |
| scandoubler.sd_hcnt | 9 |
| scandoubler.sd_out | 18 |
| scandoubler.vs_out | 1 |
routing by layer:
metal | global-route usage, % | share of wire [%] | wire, µm
met1 | 17.6 | 25 | 619000
met2 | 29.3 | 42 | 1040000
met3 | 24.3 | 24 | 597000
met4 | 13.0 | 7.3 | 181000
met5 | 13.3 | 1.4 | 34400
power by group:
part	switching (W)	internal [W]
clock	0.0000306	0.0000402
combinational	0.0000357	0.0000144
sequential	0.000000180	0.0000903
total	0.0000664	0.000145
stage by stage:
stage	utilization, %	cell area (µm²)	std cells
after global placement	32.4	768000	64847
final	34.8	827000	68723
after floorplan	-	714000	32363
after CTS	34.8	825000	68103
after global routing	34.8	826000	68490
after detailed placement	32.4	768000	64849
how the worst min path moves through the flow:
| stage | end | cells after the start |
|---|---|---|
| 4_1_cts | i_div[0]$_SDFF_PP0_ | 1 |
| 5_1_grt | i_div[0]$_SDFF_PP0_ | 1 |
| 6_report | scandoubler.hs_out$_DFFE_PP_ | 0 |
worst reg2reg max path: stages, from the launching register on:
cell and delay [ns]:
edfxtp_1 0.47, buf_4 0.47, buf_4 0.73, buf_4 0.69
buf_4 0.63, buf_4 0.58, buf_4 0.60, buf_4 0.54
buf_4 0.47, buf_4 0.60, mux4_2 0.45, a22oi_1 0.44
a31oi_1 0.33, nand3_1 0.60, o221ai_1 0.22, buf_4 0.27
a31oi_1 0.89, o32ai_4 0.19, buf_4 0.29
placed cells by master (no fill, tap or decap), types with 65 or more instances in the layout:
cell type,n
a211oi_1,164
clkbuf_16,1845
mux2i_1,1813
clkinv_2,339
o221ai_1,211
o21ai_0,402
nand3_1,201
diode_2,620
a21oi_1,673
bufinv_16,175
clkinv_1,424
o211ai_1,73
clkbuf_1,367
a31oi_1,69
o22ai_1,354
edfxtp_1,18512
a221oi_1,372
mux2_2,86
nand2_1,558
nor2_1,282
mux4_2,4044
nor3_1,101
a22oi_1,491
a22o_1,65
nor2_2,972
buf_4,2864
No activity file was given, so power comes from the tool's default toggle rates.
